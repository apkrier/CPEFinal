[run.sh]
#!/bin/bash
# OpenROAD 26Q1-2900-gdf79404cd8, Yosys 0.63+post, stock flow scripts
make -C /OpenROAD-flow-scripts/flow DESIGN_CONFIG=/design/flow/config.mk WORK_HOME=/design/flow/orfs finish
[constraint.sdc]
current_design RNG

set clk_period 5.9
set clk_io_pct 0.2

create_clock -name clk0 -period $clk_period [get_ports {CLK}]

set non_clock_inputs [all_inputs -no_clocks]
set_input_delay [expr $clk_period * $clk_io_pct] -clock clk0 $non_clock_inputs
set_output_delay [expr $clk_period * $clk_io_pct] -clock clk0 [all_outputs]
[config.mk]
export PLATFORM = sky130hd
export DESIGN_NAME = RNG
export DESIGN_NICKNAME = RNG
export VERILOG_FILES = /design/flow/design.v
export SDC_FILE = /design/flow/constraint.sdc
export NUM_CORES = 4
export LEC_CHECK = 1
export CORE_UTILIZATION = 30
[design.v]
`timescale 1ns / 1ps
module RNG(
  input wire CLK,          
  input wire GEN,            
  output reg [3:0] RN_1,      
  output reg [3:0] RN_2,      
  output reg [3:0] RN_3,      
  output reg [3:0] RN_4       
);
reg GEN_prev;                
reg [31:0] count;            
always @(posedge CLK) begin
  if (GEN == 1 && GEN_prev == 0) begin
    count <= 0;
  end else if (GEN == 0 && GEN_prev == 1) begin
    RN_1 <= (count[31:28] == 4'd10) ? 4'd6 :
            (count[31:28] == 4'd11) ? 4'd1 :
            (count[31:28] == 4'd12) ? 4'd5 :
            (count[31:28] == 4'd13) ? 4'd9 :
            (count[31:28] == 4'd14) ? 4'd3 :
            (count[31:28] == 4'd15) ? 4'd8 :
            count[31:28];   
    RN_2 <= (count[27:24] == 4'd10) ? 4'd6 :
            (count[27:24] == 4'd11) ? 4'd1 :
            (count[27:24] == 4'd12) ? 4'd5 :
            (count[27:24] == 4'd13) ? 4'd9 :
            (count[27:24] == 4'd14) ? 4'd3 :
            (count[27:24] == 4'd15) ? 4'd8 :
            count[27:24];   
    RN_3 <= (count[23:20] == 4'd10) ? 4'd6 :
            (count[23:20] == 4'd11) ? 4'd1 :
            (count[23:20] == 4'd12) ? 4'd5 :
            (count[23:20] == 4'd13) ? 4'd9 :
            (count[23:20] == 4'd14) ? 4'd3 :
            (count[23:20] == 4'd15) ? 4'd8 :
            count[23:20];   
    RN_4 <= (count[19:16] == 4'd10) ? 4'd6 :
            (count[19:16] == 4'd11) ? 4'd1 :
            (count[19:16] == 4'd12) ? 4'd5 :
            (count[19:16] == 4'd13) ? 4'd9 :
            (count[19:16] == 4'd14) ? 4'd3 :
            (count[19:16] == 4'd15) ? 4'd8 :
            count[19:16];   
  end
  if (GEN == 1) begin
    count <= count + 1;
  end
  GEN_prev <= GEN;
end
endmodule
==> results.cfg <==
; generated from flow reports
[outcome]
status = complete, no violations

[setup_path]
path_class = in -> reg
r2r-start = count[3]$_SDFFCE_PN0P_
cp_max_fo = 42
worst_setup_path_end_kind = flip-flop
rr_endpoint = count[27]$_SDFFCE_PN0P_
cpMostUsedCell = buf_4
max_stage_delay_ns = 0.62
critPathLaunch = GEN
required_ns = 5.91
critical-path-top-delay-family = buffers and inverters
reg2reg_slack_ns = 3.37
critical_path.cell_chain = clkdlybuf4s50_1, buf_4, nor2b_1, buf_4
cp.buffers_inverters = 3
crit_end = RN_3[2]$_SDFFCE_PP1P_
cpMaxStageDelayCell = nor2b_1
cp_data_arrival_time_ns = 2.81
worst-path-stages = 4
reg2regPathDepth = 4
critPathLaunchType = input pin

[final_layout]
area_growth_syn_to_layout_pct = 13.9
fillers = 832
fin_cells = 355
drive_gt1_share_pct = 6.00
fin_area_mm2 = 0.00293
comb_area_mm2 = 0.00100
regArea_mm2 = 0.00146
utilization_pct = 35.4

[drt]
route.detailed.drc = 0
ant_nets = 0
drtIter0Drc = 128
vias = 1806
drtPass1Iterations = 4
antenna_cells = 0
wirelength_um = 4570
avgViaCountPerCell = 5.09
wl_per_cell_um = 12.9

[die]
ios = 18
rows = 33
die_y_um = 94.5
initCoreUtil_pct = 31.1
die_area_mm2 = 0.00893
fp.dieW_um = 94.5
coreArea_mm2 = 0.00826

[timing]
fin_crit_sh_pct = 47.4
setup_slack_ns = 3.10
fin_hold_ws_ns = 0.601
max_freq_mhz = 358
hold_viol = 0
finClkSkew_ns = 0.00646
grt_setup_unrepaired = false
worst_slew_pin_slew_ns = 0.704
setup-violations-final = 0
max_slew_margin_pct = 52.9
period_needed_ns = 2.80
finalSetupTns_ns = 0
slew_violations = 0

[place]
gp_congestion = 0.771
io_buffers = 17
dpl.cell_count = 347
place_ws_ns = 2.74
place_area_mm2 = 0.00281
dpl.hpwl_um = 2890

[cts]
clk_latency_ns = 0.30
cts_inserted_buffers = 5
clkSinkCount = 49
ctsResizeCount = 0
clockBufferDepth = 2
cts-root-buf = clkbuf_8
path_clk_slew_ns = 0.09
post_cts_buffers = 0
cts_hold_buffers = 0
h-tree-depth = 2
cts_tree = yes

[yosys]
syn-mean-instance-area_um2 = 10.7
synth_seq_share_pct = 56.9
numSynthFlops = 49
netlist_area_mm2 = 0.00257
top_area_cell = edfxtp_1
netlist_instances = 240
yosys_cells = 240
ys_area_mm2 = 0.00257
yosysTopAreaCellShare_pct = 56.1
synthTopCellsByArea = edfxtp_1, a21oi_1, o31ai_1
yosysUniqueCellTypes = 37
yosysWarnings = 1

[min_path]
hold_depth = 1
worstHoldPathType = reg -> reg

[global_route]
grt.overflow.total = 0
grt_pass1_vias = 1665
grt_start_max_net_pins = 43
grt_use_total_pct = 11.5
antenna_found_initial = 0
grt_pass1_wl_um = 7890

[run]
warning_count = 25
drv_cap = 0

[power_and_ir_drop]
peakVddDrop_mv = 0.118
powerDensity_mw_per_mm2 = 249
power.total_mw = 0.728
p_leak_nw = 0.882
cell usage after synthesis:
master    count
edfxtp_1     48
a21oi_1      23
nor2_1       19
nand2_1      17
o21ai_0      13
or3_1        11
o31ai_1      10
or4_1        10
clkbuf_1      9
nand4_1       8
nand3_1       7
inv_1         6
nor4_1        6
xnor2_1       6
and2_1        5
buf_2         5
a21boi_0      4
and4_1        3
nor2b_1       3
xor2_1        3
a32o_1        2
mux2i_1       2
nand2b_1      2
o22ai_1       2
o41ai_1       2
or2_2         2
or4_4         2
a21o_1        1
buf_1         1
buf_6         1
clkbuf_2      1
dfxtp_1       1
ha_1          1
inv_2         1
nand3b_1      1
nor3_1        1
o311ai_0      1
report_power, final:
part / internal [mW] / switching [mW]
Clock: 0.138 / 0.112
Sequential: 0.406 / 0.0206
Combinational: 0.0254 / 0.0265
final cells by class:
cell class / count / share of cell area (%)
sequential: 49 / 50.0
multi-input combinational: 167 / 34.2
timing repair buffer: 19 / 6.33
tap: 105 / 4.49
clock buffer: 6 / 2.82
clock inverter: 2 / 1.28
inverter: 7 / 0.898
per-layer routing:
| metal | track usage (%) | share of wire (%) | vias up |
|---|---|---|---|
| li1 | - | - | 926 |
| met1 | 17.9 | 48 | 847 |
| met2 | 17.6 | 46 | 29 |
| met3 | 2.78 | 4.3 | 4 |
| met4 | 1.39 | 0.98 | 0 |
| met5 | 0 | 0 | - |
worst min path at each step:
stage,from,end,slack [ns]
final,count[0]$_SDFFCE_PN0P_,count[0]$_SDFFCE_PN0P_,0.60
after global routing,count[0]$_SDFFCE_PN0P_,count[0]$_SDFFCE_PN0P_,0.63
after CTS,count[0]$_SDFFCE_PN0P_,count[0]$_SDFFCE_PN0P_,0.61
registers in the layout (all words and copies together) (netlist names):
name      count
GEN_prev      1
RN_1          4
RN_4          4
RN_3          4
count        32
RN_2          4
cells in the final DEF (no fill, tap or decap), drive strengths merged, types with 4 or more instances in the layout:
master / netlist / routed
nor2: 19 / 19
a21oi: 23 / 23
inv: 7 / 7
nand4: 8 / 8
nand2: 17 / 17
o31ai: 10 / 10
o21ai: 13 / 13
nor4: 6 / 6
and2: 5 / 5
clkdlybuf4s50: 0 / 17
clkbuf: 10 / 6
nand3: 7 / 7
edfxtp: 48 / 48
or3: 11 / 11
or4: 12 / 12
xnor2: 6 / 6
a21boi: 4 / 4
cells by family (layout without fill, tap and decap cells):
logic type / after synthesis / in the layout / share of synthesized area [%]
simple gates: 97 / 97 / 21.0
compound gates: 58 / 58 / 13.7
flops: 49 / 49 / 56.9
buf+inv: 24 / 34 / 4.09
xor+xnor: 9 / 9 / 3.07
mux: 2 / 2 / 0.780
fa+ha+maj: 1 / 1 / 0.487
worst register-to-register path: stages, from the launching register on:
cell	delay (ns)
edfxtp_1	0.44
nand4_1	0.40
or3_1	0.78
or4_1	0.60
a21oi_1	0.16
