$ cat design/flow/design.v
`timescale 1ns / 1ps
module BCD_BIN (
    input [3:0] bcd3,
    input [3:0] bcd2,
    input [3:0] bcd1,
    input [3:0] bcd0,
    output reg [13:0] bin
);
    reg [3:0] decimal;
    always_comb begin
        decimal = (bcd3 * 1000) + (bcd2 * 100) + (bcd1 * 10) + bcd0;
        bin = $unsigned(decimal);
    end
endmodule
$ cat design/flow/run.sh
#!/bin/bash
# OpenROAD 26Q1-2900-gdf79404cd8, Yosys 0.63+post, stock flow scripts
make -C /OpenROAD-flow-scripts/flow DESIGN_CONFIG=/design/flow/config.mk WORK_HOME=/design/flow/orfs finish
$ cat design/flow/config.mk
export PLATFORM = sky130hd
export DESIGN_NAME = BCD_BIN
export DESIGN_NICKNAME = BCD_BIN
export VERILOG_FILES = /design/flow/design.v
export SDC_FILE = /design/flow/constraint.sdc
export NUM_CORES = 4
export LEC_CHECK = 1
export CORE_AREA = 10 10 70 70
export DIE_AREA = 0 0 80 80
$ cat design/flow/constraint.sdc
current_design BCD_BIN

set clk_period 1.6
set clk_io_pct 0.2

create_clock -name clk0 -period $clk_period

set non_clock_inputs [all_inputs -no_clocks]
set_input_delay [expr $clk_period * $clk_io_pct] -clock clk0 $non_clock_inputs
set_output_delay [expr $clk_period * $clk_io_pct] -clock clk0 [all_outputs]
==> commit_impl_results.txt <==
Add synthesis and place-and-route results

- Summing every instance area after synthesis gives 209 µm².
* Placed wire-length estimate after detailed placement: 483 µm
- Most crowded layer after global routing: met2
- The worst-case IR drop observed on VDD is 0.0485 mV.
- Residual DRC count: 0
- STA classifies the critical path endpoint as a primary output.
* Number of nets with antenna violations after routing: 0
- The final power report lists total power as 0.103 mW.
- For the completed layout, the total cell area is recorded as 360 µm².
- Yosys cell count: 23
- In the log, the iteration count for the first detailed-route pass is 1.
* Fraction of final layout cells sized beyond drive strength 1: 0.324
- Number of buffers inserted for hold repair after clock tree synthesis: 0
- The report lists the number of standard-cell rows as 21.
- The largest total area in the synthesized netlist belongs to buf_4.
- The most frequently used library cell after synthesis is buf_4.
- After detailed routing, the number of vias per cell comes to 1.80.
- The script computed the net switching share of total power as 0.284.
* Average size of a mapped cell: 9.08 µm²
- Across the run, the number of max-cap violations was 0.
- The report shows a maximum critical-path fanout of 1.
- Met2 usage in global routing: 0.0273
- Via count of the first global-routing pass: 176
- The global routing report lists combined usage of all routing layers as 0.0139.
* Commonest cells in the netlist: 11 x buf_4, 4 x inv_1, 2 x ha_1, 2 x xnor3_1
- Once routing completed, OpenROAD measured the worst setup slack at -0.378 ns.
- The area fraction of the largest cell type after synthesis is 0.395.
- In this run, the number of DRC markers left after iteration 0 of detailed routing was 0.
* Unrepaired setup endpoints after global routing: true
* Number of hold-slack violations in the final timing report: 0
- Average wire per standard cell: 6.10 µm
- Once placement finished, the instance area stood at 355 µm².
- The stat command in Yosys gives a chip area of 209 µm².
* Number of warnings in the stage logs: 41
* Number of buffers inserted by post-CTS setup repair: 0
- The power report attributes to the clock group a share of 0.
- The floorplan step records an initial core utilization of 0.0612.
* Data arrival time at the worst-slack endpoint: 1.66 ns
* Combinational group share of total power: 1.000
- Remaining global-route overflow: 0
- I/O Pins: 30
- Entering global routing, the biggest net connects 3 pins.
- The final layout report lists a filler cell count of 402.
- Share of total power in sequential cells: 0
* First-pass GRT wire length: 772 µm
- After floorplanning, the core was sized to cover 3420 µm².
- Top cells by area: buf_4 40%, xnor3_1 22%, ha_1 12%, fa_1 9.6%, inv_1 7.2%
* Crit path launch type: input port
- Leaving out buffers and inverters, the combinational logic in the layout accounts for 158 µm².
* Count of mapped cells out of synthesis: 23
- Met3 routing resource usage after global routing: 0.00227
* Violated checks: negative setup slack
- Per Yosys stat, the portion of area used by sequential elements is 0.
- Gp weighted congestion: 0.765
- Per the detailed-route log, wirelength across all metal layers totals 488 µm.
* Overall die height: 80 µm
- Switching power: 0.0293 mW
- Count of cell types in the netlist: 8
* Met1 track demand over resource in global routing: 0.0159
- The internal power of the cells totals 0.0738 mW.
- The routed layout has 144 vias.
- Across the whole layout, storage elements account for 0 µm².
* Tightest Hold Check Type: in -> out
- Hold path depth: 0
* Port Buffer Count: 12
- Pins Over Slew Limit: 0
- Leak Pwr: 0.176 nW
- Number of diodes: 0
* Worst EP required: 1.28 ns
* Die extent in x: 80 µm
* Number of antenna violations at the first check in global routing: 0
- Total power per unit cell area: 286 nW/µm²
* Flip-flops: 0
- Highest attainable clock frequency: 0.506 GHz
* Result of the run: finished with violations
- Tally of yosys warning messages: 1
- The critical path in this run is classified as in -> out.
- Setup Viol. Count Final: 2
* Area Growth Syn to Fin: 72.5%
- Counting I/O delays and the setup requirement, the final critical path takes 1.98 ns.
- Final worst path period share: 1.24
* Tally of clock buffers in the finished layout: 0
* Die area: 6400 µm²
## stage by stage
step                      TNS, ns  setup slack, ns  hold WS (ns)   util  cells
after floorplan           -0.0999          -0.0999         0.706      -     32
after global placement      -2.48            -1.24         0.640  0.104     80
after detailed placement    -2.45            -1.22         0.640  0.104     80
after CTS                  -0.507           -0.416         0.640  0.104     80
after global routing       -0.590           -0.481         0.640  0.105     80
final                      -0.442           -0.378         0.640  0.105     80
## cell families (layout without fill, tap and decap cells)
kind of cell	count (synthesis)	in the layout	synth area share
xor gates and xnor gates	4	4	0.299
adders and majority gates	3	3	0.216
other	1	10	0.0179
buffers and inverters	15	17	0.467
## layout make-up
class	instances	area share
well taps	46	0.160
inverters	4	0.0625
multi-input cells	17	0.437
repair buffers	13	0.340
## cell usage in the layout, fill, tap and decap left out, drive strengths merged
master	instances
ha	2
buf	6
inv	4
xor2	1
fa	1
clkdlybuf4s50	5
xnor3	2
conb	10
xnor2	1
dlygate4sd2	2
## layer usage
layer,vias up,wire (µm)
met3,0,38
met1,64,199
li1,69,-
met2,11,250
met4,0,0
met5,-,0
## worst paths after layout
kind	startpoint	to	slack, ns
hold / removal	bcd0[0]	bin[0]	0.64
setup / recovery	bcd1[1]	bin[3]	-0.38
## power by group through the flow
stage	Combinational, mW	Sequential [mW]	Clock [mW]
after global routing	0.117	0	0
after CTS	0.106	0	0
final	0.103	0	0
## worst max-delay path, stage by stage
cell and delay (ns):
buf_6 0.07, inv_2 0.03, fa_1 0.55, inv_2 0.05
ha_4 0.15, xor2_1 0.15, xnor3_1 0.22, buf_2 0.12
## timing repair
action	in CTS	in global routing
pin swaps	2	3
cloned	0	0
resized	24	3
endpoints found under the setup margin	3	3
Power and IR drop assume default switching activity.
