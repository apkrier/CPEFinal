==> design.v <==
module univ_sseg(
    input [13:0] cnt1,
    input [6:0] cnt2,
    input valid,
    input dp_en,
    input [1:0] dp_sel,
    input [1:0] mod_sel,
    input sign,
    input clk,
    output reg [7:0] ssegs,
    output reg [3:0] disp_en
    ); 
    wire [3:0] c1_d3;   
    wire [3:0] c1_d2; 
    wire [3:0] c1_d1; 
    wire [3:0] c1_d0; 
    wire [3:0] c2_d1;    
    wire [3:0] c2_d0; 
    reg [3:0] A_1000_digit;  
    reg [3:0] B_100_digit; 
    reg [3:0] C_10_digit; 
    reg [3:0] D_1_digit; 
    reg [3:0] final_BCD; 
    reg [1:0] m_cnt;         
    reg [7:0] seg_val;       
    cnt_convert_14b CC_14(cnt1, mod_sel, c1_d3, c1_d2, c1_d1, c1_d0); 
    cnt_convert_7b CC_7(cnt2, c2_d1, c2_d0); 
    clk_divder CLK_DIV (clk,sclk); 
    always @ (sign,mod_sel,c1_d1,c1_d3)
    begin
       case ({sign,mod_sel})
          0: A_1000_digit = 'hF;
          1: A_1000_digit = c1_d1; 
          2: A_1000_digit = c1_d3;
          3: A_1000_digit = 0;
          4: A_1000_digit = 'hA;   
          5: A_1000_digit = c1_d1; 
          6: A_1000_digit = c1_d3;
          7: A_1000_digit = 0;
          default A_1000_digit = 'hA; 
       endcase 
    end 
    always @ (mod_sel,c1_d2,c1_d0)
    begin
       case (mod_sel)
          0: B_100_digit = c1_d2; 
          1: B_100_digit = c1_d0; 
          2: B_100_digit = c1_d2;
          3: B_100_digit = 0;
          default B_100_digit = 0; 
       endcase 
    end 
    always @ (mod_sel,c1_d1,c2_d1)
    begin
       case (mod_sel)
          0: C_10_digit = c1_d1; 
          1: C_10_digit = c2_d1; 
          2: C_10_digit = c1_d1;
          3: C_10_digit = 0;
          default C_10_digit = 0; 
       endcase 
    end 
    always @ (mod_sel,c1_d0,c2_d0)
    begin
       case (mod_sel)
          0: D_1_digit = c1_d0; 
          1: D_1_digit = c2_d0; 
          2: D_1_digit = c1_d0;
          3: D_1_digit = 0;
          default D_1_digit = 0; 
       endcase 
    end 
    always @ (m_cnt, A_1000_digit, B_100_digit, C_10_digit, D_1_digit)
    begin
       case (m_cnt)
          3: final_BCD = D_1_digit; 
          2: final_BCD = C_10_digit; 
          1: final_BCD = B_100_digit;
          0: final_BCD = A_1000_digit;
          default final_BCD = 0; 
       endcase 
    end 
    always @ (m_cnt)
    begin
       case (m_cnt)
          0: disp_en = 4'b1110;  
          1: disp_en = 4'b1101; 
          2: disp_en = 4'b1011;
          3: disp_en = 4'b0111;
          default disp_en = 0; 
       endcase 
    end 
    always @ (final_BCD)
    begin
       case (final_BCD)
          0: seg_val  = 'h03;   
          1: seg_val  = 'h9F;   
          2: seg_val  = 'h25;   
          3: seg_val  = 'h0D;
          4: seg_val  = 'h99;  
          5: seg_val  = 'h49;  
          6: seg_val  = 'h41;  
          7: seg_val  = 'h1F;  
          8: seg_val  = 'h01;  
          9: seg_val  = 'h09;  
          10: seg_val = 'hFD;    
          15: seg_val = 'hFF;    
          default seg_val = 0; 
       endcase 
    end 
    always @ (dp_sel, m_cnt, dp_en, seg_val, valid)
    begin
       if (valid == 0)      
          ssegs = 'hFD; 
       else 
          begin
          if (dp_sel == m_cnt)
             ssegs = {seg_val[7:1],~dp_en}; 
          else 
             ssegs = seg_val;
          end          
    end
    always @ (posedge sclk)
    begin 
       m_cnt <= m_cnt + 1'b1;
    end 
endmodule
module clk_divder(clockin, clockout); 
    input clockin; 
    output wire clockout; 
    parameter n = 13; 
    reg [n:0] count; 
    always@(posedge clockin) 
    begin 
        count <= count + 1; 
    end 
    assign clockout = count[n]; 
endmodule 
module cnt_convert_14b(
    input [13:0] cnt,
    input [1:0] sel,
    output reg [3:0] c1_d3,
    output reg [3:0] c1_d2,
    output reg [3:0] c1_d1,
    output reg [3:0] c1_d0
    );
    reg [13:0] cnt_new;       
    reg [13:0] cnt_new_w;     
    reg [3:0] d3;      
    reg [3:0] d2;      
    reg [3:0] d1;      
    reg [3:0] d0;      
    always @ (cnt,sel)
       case(sel)
          0: cnt_new = {6'b000000,cnt[7:0]};    
          1: cnt_new = {7'b00000000,cnt[6:0]};  
          2: cnt_new = cnt;                     
          3: cnt_new = cnt;                     
          default cnt_new = cnt; 
       endcase
    always @ (cnt_new)
    begin
       d3=0;  d2=0;  d1=0;  d0=0;     
       cnt_new_w = cnt_new;           
       if      (cnt_new_w > 8999) begin   d3=9;   cnt_new_w = cnt_new_w - 9000;  end
       else if (cnt_new_w > 7999) begin   d3=8;   cnt_new_w = cnt_new_w - 8000;  end 
       else if (cnt_new_w > 6999) begin   d3=7;   cnt_new_w = cnt_new_w - 7000;  end 
       else if (cnt_new_w > 5999) begin   d3=6;   cnt_new_w = cnt_new_w - 6000;  end 
       else if (cnt_new_w > 4999) begin   d3=5;   cnt_new_w = cnt_new_w - 5000;  end 
       else if (cnt_new_w > 3999) begin   d3=4;   cnt_new_w = cnt_new_w - 4000;  end 
       else if (cnt_new_w > 2999) begin   d3=3;   cnt_new_w = cnt_new_w - 3000;  end 
       else if (cnt_new_w > 1999) begin   d3=2;   cnt_new_w = cnt_new_w - 2000;  end 
       else if (cnt_new_w > 999)  begin   d3=1;   cnt_new_w = cnt_new_w - 1000;  end 
       else                       begin   d3=0;   end 
       if      (cnt_new_w > 899) begin   d2=9;   cnt_new_w = cnt_new_w - 900;  end
       else if (cnt_new_w > 799) begin   d2=8;   cnt_new_w = cnt_new_w - 800;  end 
       else if (cnt_new_w > 699) begin   d2=7;   cnt_new_w = cnt_new_w - 700;  end 
       else if (cnt_new_w > 599) begin   d2=6;   cnt_new_w = cnt_new_w - 600;  end 
       else if (cnt_new_w > 499) begin   d2=5;   cnt_new_w = cnt_new_w - 500;  end 
       else if (cnt_new_w > 399) begin   d2=4;   cnt_new_w = cnt_new_w - 400;  end 
       else if (cnt_new_w > 299) begin   d2=3;   cnt_new_w = cnt_new_w - 300;  end 
       else if (cnt_new_w > 199) begin   d2=2;   cnt_new_w = cnt_new_w - 200;  end 
       else if (cnt_new_w > 99)  begin   d2=1;   cnt_new_w = cnt_new_w - 100;  end 
       else                      begin   d2=0;   end 
       if      (cnt_new_w > 89) begin   d1=9;   cnt_new_w = cnt_new_w - 90;  end
       else if (cnt_new_w > 79) begin   d1=8;   cnt_new_w = cnt_new_w - 80;  end 
       else if (cnt_new_w > 69) begin   d1=7;   cnt_new_w = cnt_new_w - 70;  end 
       else if (cnt_new_w > 59) begin   d1=6;   cnt_new_w = cnt_new_w - 60;  end 
       else if (cnt_new_w > 49) begin   d1=5;   cnt_new_w = cnt_new_w - 50;  end 
       else if (cnt_new_w > 39) begin   d1=4;   cnt_new_w = cnt_new_w - 40;  end 
       else if (cnt_new_w > 29) begin   d1=3;   cnt_new_w = cnt_new_w - 30;  end 
       else if (cnt_new_w > 19) begin   d1=2;   cnt_new_w = cnt_new_w - 20;  end 
       else if (cnt_new_w > 9)  begin   d1=1;   cnt_new_w = cnt_new_w - 10;  end 
       else                     begin   d1=0;   end 
       d0 = cnt_new_w[3:0]; 
    end
    always @ (cnt_new, d3,d2,d1,d0)
    begin
       if (cnt_new < 1000)  
          c1_d3 = 'hF; 
       else 
          c1_d3 = d3; 
       if (cnt_new < 100)   
          c1_d2 = 'hF; 
       else 
          c1_d2 = d2; 
       if (cnt_new < 10)   
          c1_d1 = 'hF; 
       else 
          c1_d1 = d1;
       c1_d0 = d0;         
    end 
endmodule
module cnt_convert_7b(
    input [6:0] cnt,
    output reg [3:0] c2_d1,
    output reg [3:0] c2_d0
    );
    reg [7:0] cnt_new;       
    reg [7:0] cnt_new_w;     
    reg [3:0] d1;      
    reg [3:0] d0;      
    always @ (cnt_new)
    begin
       d1=0;  d0=0; 
       cnt_new_w = cnt; 
       if      (cnt_new_w > 89) begin   d1=9;   cnt_new_w = cnt_new_w - 90;  end
       else if (cnt_new_w > 79) begin   d1=8;   cnt_new_w = cnt_new_w - 80;  end 
       else if (cnt_new_w > 69) begin   d1=7;   cnt_new_w = cnt_new_w - 70;  end 
       else if (cnt_new_w > 59) begin   d1=6;   cnt_new_w = cnt_new_w - 60;  end 
       else if (cnt_new_w > 49) begin   d1=5;   cnt_new_w = cnt_new_w - 50;  end 
       else if (cnt_new_w > 39) begin   d1=4;   cnt_new_w = cnt_new_w - 40;  end 
       else if (cnt_new_w > 29) begin   d1=3;   cnt_new_w = cnt_new_w - 30;  end 
       else if (cnt_new_w > 19) begin   d1=2;   cnt_new_w = cnt_new_w - 20;  end 
       else if (cnt_new_w > 9)  begin   d1=1;   cnt_new_w = cnt_new_w - 10;  end 
       else                     begin   d1=0;   end 
       d0 = cnt_new_w[3:0]; 
    end
    always @ (cnt, d1, d0)
    begin
       if (cnt < 10)   
          c2_d1 = 'hF; 
       else 
          c2_d1 = d1;
       c2_d0 = d0;        
    end 
endmodule
==> run.sh <==
#!/bin/bash
# OpenROAD 26Q1-2900-gdf79404cd8, Yosys 0.63+post, stock flow scripts
make -C /OpenROAD-flow-scripts/flow DESIGN_CONFIG=/design/flow/config.mk WORK_HOME=/design/flow/orfs finish
==> config.mk <==
export PLATFORM = sky130hd
export DESIGN_NAME = univ_sseg
export DESIGN_NICKNAME = univ_sseg
export VERILOG_FILES = /design/flow/design.v
export SDC_FILE = /design/flow/constraint.sdc
export NUM_CORES = 4
export LEC_CHECK = 1
export CORE_UTILIZATION = 30
==> constraint.sdc <==
current_design univ_sseg

set clk_period 14.8
set clk_io_pct 0.2

create_clock -name clk0 -period $clk_period [get_ports {clk}]

set non_clock_inputs [all_inputs -no_clocks]
set_input_delay [expr $clk_period * $clk_io_pct] -clock clk0 $non_clock_inputs
set_output_delay [expr $clk_period * $clk_io_pct] -clock clk0 [all_outputs]
==> run notes <==
impl run done, here's what came out: Reg-to-Reg Start=CLK_DIV.count[2]$_DFF_P_, share of layout cells above drive strength 1=12.4%, DR pass1 iterations=5, slowest stage cell on the critical path=o31ai_1, vias in the first global route=slightly below 8k, # rows=55, TNS Setup=0 ns, Buffers on Ports=40, CTS buffer count=3, final setup fails=0, Tool Warnings=71, Top Layout Cells=nand2_1 (111), a21oi_1 (76), nor2_1 (65), o21ai_0 (62), ha_1 (59), max_slew headroom=40.6%, Hold WC Path Type=reg -> reg, Post-synth seq share=4.62%, YS warnings=5, Area after DPL=7790 um2, Crit path max-delay family=AND-OR/OR-AND gates, global-route wire length before repair=43.6 mm, syn_area_per_cell=6.85 um2, DIE WIDTH=154 um, DP Wirelength=21.5 mm, VDD IR max=around 64 uV, WL/cell=slightly above 20 um, cell count after synthesis=1012, max_cap viols=0, Endpoint, Worst Hold=CLK_DIV.count[0]$_DFF_P_, Top cell excl fill/tap=nand2_1, Die Span Y=about 150 um, final WL=27.4 mm, drc violations=0, gr usage total=23.1%, Worst-Margin Slew=0.885 ns, Basic Gates by Area=29.0%, CP peak stage delay=0.62 ns, status=complete, no violations, Core Area=22600 um2, yosys stat chip area=roughly 7000 um2, vias post-DR=approximately 8.5k, reg2reg setup slack=13.41 ns, Finished Cell Area=7990 um2, Adder Share, Synth=11.0%, Commonest flop=dfxtp_1, asr flop ratio synth=0%, remaining global-route overflow=0, Routability Congestion=1.10, CP most frequent cell=buf_4, Via density=6.37, initial antenna violation count=0, hold slack=0.409 ns, Reg-to-Reg End=CLK_DIV.count[13]$_DFF_P_, register pins left without a clock=2, Fmax=70.3 MHz, Cell Count, Final, Fillers Out=1334, total die size=23700 um2, XORs/XNORs by Area=4.29%, ys flops=16, fin util=35.3%, Clock Tree Root=clkbuf_16, minimum clock period=14.22 ns, Initial DRC Count=978, RSZ-0062 raised after global routing=no, Main logic family=AND-OR/OR-AND gates, yosys aoi share=42.1%, placed instance count=1329, arrival time worst endpoint=between 10 and 15 ns, distinct lib cells=between 100 and 150, clk latency late pin=0.24 ns, Reg2Reg Depth=6, startpoint types=input pin, biggest area cells=ha_1 (11%), nand2_1 (6.0%), a21oi_1 (5.7%), fillers=2398, PwrDens=approximately 68 nW/um2, Max clock buf depth=2, Fin Clk Skew=between 0.0005 and 0.0006 ns, WP buf/inv=7, worst hold path depth=1, IO Count=41, CP max FO=14, hold_sp=CLK_DIV.count[0]$_DFF_P_, origin of the worst setup path=mod_sel[0], Final Hold Viols=0, Slew Viols, Final=0, Area growth, synth to finish=15.2%, CTS tree=yes, H-tree depth=1, Area leader share=11.0%, ys cells=1012, Synth Cell Area=6940 um2, Setup CP Type=in -> out, Final ANT Viol Nets=0, antenna cells=0, area leader, netlist=ha_1, Pre-Place Util=a little under a third, EDFF count, synth=0, number of unconstrained endpoints=6, Clk pin slew, worst setup/hold paths=approximately 0.040 ns, cycle use final=96.1%, largest net degree at the start of global routing=28, Leakage=2.94 nW, crit end category=primary output, Req. time, crit path=11.84 ns, MUX area fraction=2.56%
[how the worst max path moves through the flow]
stage | to | cells past startpoint
final | ssegs[6] | 33
after CTS | ssegs[0] | 35
after global routing | ssegs[0] | 37
[stage by stage]
| step | worst slack, ns | power, mW |
|---|---|---|
| 3_5_place_dp | 0.360 | 0.469 |
| 4_1_cts | 0.344 | 0.520 |
| 2_1_floorplan | 1.37 | 0.346 |
| 3_3_place_gp | 0.358 | 0.478 |
| 6_report | 0.580 | 0.544 |
| 5_1_grt | 0.0137 | 0.583 |
[registers in the layout, summed over array words and instances (netlist names)]
signal	cells
CLK_DIV.count	14
m_cnt	2
[Yosys cell counts, drive strengths merged (12+ instances only)]
cell type,count
clkbuf,28
xnor2,28
dfxtp,16
nor4,14
and3,16
o211ai,21
or3,13
o21ai,72
nor2,69
buf,30
nand3,46
a211oi,24
a21oi,82
nor3,37
nand4,17
a31oi,24
nand2,112
inv,41
ha,61
a21o,19
o31ai,12
[final cells by class]
cell class                      instances  area (um2)  share of cell area (%)
Clock buffer                            3        75.1                   0.939
Multi-Input combinational cell        893        6280                    78.6
Tap cell                              285         357                    4.46
Sequential cell                        16         320                    4.01
Timing Repair Buffer                   92         793                    9.93
Inverter                               45         169                    2.11
[power by group]
group | switching [mW] | internal [mW]
Combinational | 0.290 | 0.167
Sequential | 0 | 0.0379
Clock | 0.0135 | 0.0351
Total | 0.303 | 0.240
[layer usage]
layer / share of wire, % / up-vias / global-route usage (%)
met3: 9.1 / 78 / 3.65
li1: - / 3990 / -
met4: 3.5 / 0 / 7.00
met2: 42 / 464 / 35.0
met5: 0 / - / 0
met1: 45 / 3968 / 33.7
[timing repair]
item,4_1_cts,5_1_grt
resized,0,23
hold buffers,0,0
buffers inserted,0,2
endpoints found under the setup margin,0,8
[logic make-up (layout without fill, tap and decap cells)]
kind of cell             count (synthesis)  in the layout
buffers and inverters                  103            140
XOR/XNOR                                34             34
flip-flops                              16             16
multiplexers                            17             17
AND-OR/OR-AND                          397            397
adder cells (fa/ha/maj)                 61             61
AND/OR/NAND/NOR                        384            384
Power and IR drop assume default switching activity.
